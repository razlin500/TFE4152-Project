## /design/flow/config.mk

```make
export PLATFORM = sky130hd
export DESIGN_NAME = combinatorics
export DESIGN_NICKNAME = combinatorics
export VERILOG_FILES = /design/flow/design.v
export SDC_FILE = /design/flow/constraint.sdc
export NUM_CORES = 4
export LEC_CHECK = 1
export CORE_AREA = 10 10 70 70
export DIE_AREA = 0 0 80 80
```

## /design/flow/constraint.sdc

```tcl
current_design combinatorics

set clk_period 1.5
set clk_io_pct 0.2

create_clock -name clk0 -period $clk_period

set non_clock_inputs [all_inputs -no_clocks]
set_input_delay [expr $clk_period * $clk_io_pct] -clock clk0 $non_clock_inputs
set_output_delay [expr $clk_period * $clk_io_pct] -clock clk0 [all_outputs]
```

## /design/flow/design.v

```verilog
module combinatorics ( beta ,b2 ,b1 ,b0 ,b2o ,b1o ,b0o , alpha);
output b2o ;
wire b2o ;
output b1o ;
wire b1o ;
output b0o ;
wire b0o ;
output alpha;
wire alpha;
input beta ;
wire beta ;
input b2 ;
wire b2 ;
input b1 ;
wire b1 ;
input b0 ;
wire b0 ;
not(notb1, b1);
and(t1, b2, notb1, beta);
and(t2, b2, notb1, b0);
not(notb2, b2);
and(t3, notb2, b1, b0, beta);  
or(b2o, t1, t2, t3);
not(notbeta, beta);
and(u1, notb2, b1, notbeta);
and(u2, notb2, b0, notbeta);
not(notb0, b0);
and(u3, b2, notb1, notb0, notbeta);
or(b1o, u1, u2, u3);
and(v1, notb2, notb0, beta);
and(v2, notb2, notb0, notbeta);
and(v3, b2, notb1, notb0);
or(b0o, v1, v2, t1, v3);
and(w1, notb2, b1, notb0, notbeta);
and(w2, b2, notb1);
or(alpha, w1, t3 ,w2);
endmodule
```

## /design/flow/run.sh

```bash
#!/bin/bash
# OpenROAD 26Q1-2900-gdf79404cd8, Yosys 0.63+post, stock flow scripts
make -C /OpenROAD-flow-scripts/flow DESIGN_CONFIG=/design/flow/config.mk WORK_HOME=/design/flow/orfs finish
```

==> impl_metrics.csv <==
group,metric,value,unit
place,placed_cells_incl_taps,66,
floorplanning,ios,8,
timing,tns,0,ns
route,antenna_left,0,
finish,num-fill-cells,414,
power,power_density,206,nW/µm²
place,routabilityCongestion,0.747,
floorplanning,coreArea,3420,µm²
setup_path,arrival,1.14,ns
global_route,grt_pass1_vias,116,
setup_path,path_class,"primary input to primary output",
floorplanning,placement_rows,21,
setup_path,worstSetupStartpointType,"primary input",
floorplanning,dieArea,6400,µm²
global_route,grt_util_all_layers,0.924,%
timing,finalHoldViolCount,0,
route,drc,0,
setup_path,slowest_delay,0.49,ns
place,numPortBuffers,8,
clocking,post_cts_buffers,0,
synthesis,syn-cell-area,68.8,µm²
hold_path,min_path_type,"primary input to primary output",
finish,register_area,0,µm²
floorplanning,fp_util,2.01,%
setup_path,critPathCaptureType,"primary output",
synthesis,yosysSeqAreaShare,0,%
synthesis,avgSynthCellArea,5.73,µm²
global_route,grt_overflow,0,
setup_path,crit_slowest_cell,"clkdlybuf4s50_1",
floorplanning,dieHeight,80,µm
hold_path,worstHoldStart,"b2",
finish,fin_area,204,µm²
finish,final_cells,66,
floorplanning,die_w,80,µm
finish,nFlopsAndLatches,0,
power,power_leakage,0.0869,nW
timing,worst_pin_slew,0.148,ns
timing,maxSlewViolCount,0,
finish,syn_to_final_growth,196,%
power,ir_drop,0.0187,mV
setup_path,cp_cell_sequence,"clkbuf_4 > nand2_1 > a22oi_1 > clkdlybuf4s50_1",
power,swShare,41.6,%
route,routed_wl,324,µm
global_route,grt_max_degree,7,
finish,nClkBuffers,0,
setup_path,cp_max_fo,6,
timing,period_used_share,96.0,%
timing,fmax,0.694,GHz
synthesis,yosys_cells,12,
synthesis,ys_chip_area,68.8,µm²
global_route,antenna_found_initial,0,
route,first_iter_violations,0,
hold_path,whs_path_depth,4,
place,dpl_cell_area,206,µm²
timing,period_minus_slack,1.44,ns
synthesis,postSynthCellCount,12,
power,sequentialPowerShare,0,%
timing,final-setup-viol-count,0,
route,dr.pass1.iters,1,
power,clkPwrFrac,0,%
flow_run,drv_cap,0,
flow_run,tool_warnings,32,
route,diodes,0,
finish,drive_above_1_share,30.0,%
power,combPwrFrac,100.0,%
route,vias_per_cell,1.73,
power,internal-power,0.0246,mW
synthesis,synth_cell_type_count,9,
status,status,"complete, no violations",
timing,max_slew_margin,90.0,%
setup_path,crit_required,1.20,ns
power,switchingPower,0.0175,mW
route,routedWlPerCell,4.91,µm
timing,rsz0062_at_grt,"no",
route,num_vias,114,
synthesis,yosysWarningCount,15,
global_route,grt_pass1_wl,538,µm
hold_path,hold-path-endpoint,"alpha",
==> power by group through the flow <==
stage	logic (mW)	registers [mW]	clock network [mW]
4_1_cts	0.0412	0	0
6_report	0.0421	0	0
5_1_grt	0.0469	0	0
==> final cells by class <==
cell class	instances	area [µm²]	area share, %
repair buffers	8	62.6	30.7
multi-input cells	12	83.8	41.1
well taps	46	57.6	28.2
==> cell usage in the layout, fill, tap and decap left out <==
master           instances
xor2_1                   1
dlymetal6s2s_1           1
nor3_1                   2
o21a_1                   1
nor2_1                   1
clkdlybuf4s50_1          1
o22ai_1                  1
nand2b_4                 2
o21ai_1                  1
dlygate4sd2_1            2
a22oi_1                  1
buf_2                    3
nand2_1                  2
clkbuf_4                 1
==> synthesized netlist by cell type <==
| master | number | area (µm²) |
|---|---|---|
| o21ai_1 | 1 | 5.00 |
| xor2_1 | 1 | 8.76 |
| o21a_1 | 1 | 7.51 |
| nand2b_1 | 2 | 12.5 |
| nor2_1 | 1 | 3.75 |
| nor3_1 | 2 | 10.0 |
| o22ai_1 | 1 | 6.26 |
| nand2_1 | 2 | 7.51 |
| a22oi_1 | 1 | 7.51 |
==> what timing repair did <==
| action | 4_1_cts | 5_1_grt |
|---|---|---|
| resized | 20 | 2 |
| hold buffers | 0 | 0 |
| pin swaps | 0 | 1 |
| endpoints found under the setup margin | 4 | 2 |
==> worst max-delay path, delay by kind of cell <==
| kind | cells | cell delay [ns] |
|---|---|---|
| AND-OR/OR-AND | 1 | 0.14 |
| buffers and inverters | 2 | 0.64 |
| AND/OR/NAND/NOR | 1 | 0.05 |
==> per-stage QoR <==
step	total power, mW	setup slack [ns]	util, %	hold slack [ns]
final	0.0421	0.0595	5.97	0.981
after CTS	0.0412	0.0159	5.82	1.03
after global placement	0.0436	-0.439	6.04	1.64
after detailed placement	0.0444	-0.444	6.04	1.65
after floorplan	0.0109	0.670	-	0.616
after global routing	0.0469	0.0148	5.97	1.02
==> layer usage <==
metal  vias up  routed length [µm]  global-route usage (%)
met5         -                   0                       0
met4         0                   0                       0
met3         0                  87                   0.682
met2         8                  71                    1.04
met1        45                 165                    1.38
li1         61                   -                       -
==> worst max-delay path by stage <==
stage     start    end  slack [ns]
6_report     b2    b0o        0.06
5_1_grt      b2    b0o        0.01
4_1_cts      b0  alpha        0.02
==> kinds of logic after synthesis <==
group            after synthesis  synth area share (%)
AND-OR/OR-AND                  4                  38.2
XOR/XNOR                       1                  12.7
AND/OR/NAND/NOR                7                  49.1
Power is estimated from default activity; no workload was simulated.
